==> ./design.v <==
package jzjpcc_endianness_functions;
	function automatic logic [31:0] toBigEndian32(input [31:0] littleEndianData);
	begin
		toBigEndian32 = swapEndianness32(littleEndianData);
	end
	endfunction
	function automatic logic [31:0] toLittleEndian32(input [31:0] bigEndianData);
	begin
		toLittleEndian32 = swapEndianness32(bigEndianData);
	end
	endfunction
	function automatic logic [15:0] toBigEndian16(input [15:0] littleEndianData);
	begin
		toBigEndian16 = swapEndianness16(littleEndianData);
	end
	endfunction
	function automatic logic [15:0] toLittleEndian16(input [15:0] bigEndianData);
	begin
		toLittleEndian16 = swapEndianness16(bigEndianData);
	end
	endfunction
	function automatic logic [31:0] swapEndianness32(input [31:0] data);
	begin
		swapEndianness32 = {data[7:0], data[15:8], data[23:16], data[31:24]};
	end
	endfunction
	function automatic logic [15:0] swapEndianness16(input [15:0] data);
	begin
		swapEndianness16 = {data[7:0], data[15:8]};
	end
	endfunction
endpackage
module jzjpcc_regfile
(
	input logic clock,
	input logic reset,
	input logic [4:0] rs1Addr_decode,
	input logic [4:0] rs2Addr_decode,
	output logic [31:0] rs1_decode,
	output logic [31:0] rs2_decode,
	input logic [4:0] rdAddr_writebackEnd,
	input logic [31:0] rd_writebackEnd, 
	input logic rdWriteEnable_writebackEnd,
	output logic [31:0] register31Value
);
logic [31:0] registerFile [31:1]; 
assign register31Value = registerFile[31]; 
assign rs1_decode = (rs1Addr_decode == 0) ? 0 : registerFile[rs1Addr_decode];
assign rs2_decode = (rs2Addr_decode == 0) ? 0 : registerFile[rs2Addr_decode];
always_ff @(negedge clock, posedge reset)
begin
	if (reset)
	begin
		for (int i = 1; i < 32; ++i)
		begin
			registerFile[i] = 0;
		end
	end
	else if (!clock)
	begin
		if (rdWriteEnable_writebackEnd)
			registerFile[rdAddr_writebackEnd] <= rd_writebackEnd; 
	end
end
endmodule
==> ./run.sh <==
#!/bin/bash
# OpenROAD 26Q1-2900-gdf79404cd8, Yosys 0.63+post, stock flow scripts
make -C /OpenROAD-flow-scripts/flow DESIGN_CONFIG=/design/flow/config.mk WORK_HOME=/design/flow/orfs finish
==> ./config.mk <==
export PLATFORM = sky130hd
export DESIGN_NAME = jzjpcc_regfile
export DESIGN_NICKNAME = jzjpcc_regfile
export VERILOG_FILES = /design/flow/design.v
export SDC_FILE = /design/flow/constraint.sdc
export NUM_CORES = 4
export LEC_CHECK = 1
export CORE_UTILIZATION = 30
==> ./constraint.sdc <==
current_design jzjpcc_regfile

set clk_period 6.4
set clk_io_pct 0.2

create_clock -name clk0 -period $clk_period [get_ports {clock}]

set non_clock_inputs [all_inputs -no_clocks]
set_input_delay [expr $clk_period * $clk_io_pct] -clock clk0 $non_clock_inputs
set_output_delay [expr $clk_period * $clk_io_pct] -clock clk0 [all_outputs]
==> changes_impl.md <==
### Metrics

* Asr flop ratio synth at 1.00
* Flop2flop setup slack at 5260 ps
* Yosys cell types at ~64
* Worst setup SP type: register
* PortBufs at between 100 and 150
* MUX share of area at 0.217
* Global-route wire length before repair at 417,000 um
* Clk sink count at ~990
* Worst slew pin tran at ~1200 ps
* Vias post-DR at 49,700
* Iter 0 DRT Violations at ~6,300
* Max Cap Viol at 0
* Max FFs per register at 992
* Cell leakage power at 0.0283 uW
* Power Dens Cells at 289 mW/mm^2
* 1st-pass router iterations at 7
* Slew margin rel. at 0.171
* WP data arrival at 5650 ps
* Log Warnings at 32
* CP max stage delay at ~470 ps
* Post-route insts no fill at 7,469
* Biggest area cells: dfrtn_1, mux2_2, nand3_1
* Min Hold Slack at ~470 ps
* Layout area overhead at 27.8%
* Vias in the first global route at 48,900
* CP bufs+invs at 1
* Number of CTS-inserted buffers at 110
* Initial antenna violation count at 22
* DIE WIDTH at about 420 um
* Largest net degree at the start of global routing at 115
* Reg2reg path depth at 3
* Cells after synthesis at 4,701
* Max Fanout on Critical Path at 2
* Drt drc at 0
* Setup WS post-layout at -527 ps
* Top logic family: multiplexers
* Post-synth regs at 992
* Main flop type: dfrtn_1
* Chip Area, Yosys at 0.0520 mm^2
* Fillers at 16,400
* Worst slack at placement at -774 ps
* CTS tree: built
* Syn_area_per_cell at 11.1 um^2
* Post-Synth XOR/XNOR Area at 0
* IO Pins at 146
* Synthesized area at 0.0520 mm^2
* CP max-delay cell: a222oi_1
* GRT overflow at 0
* Final core occ at 0.387
* Drt total wl at 307,000 um
* Failing checks: setup timing
* GP Congestion at 1.10
* Worst Hold Class: register to register
* EDFF count, synth at 0
* CP top delay family: AND-OR/OR-AND gates
* Most instantiated library cell after synthesis: dfrtn_1
* Pre-Place Util at 0.303
* Syn. warnings at 2
* Vias per std cell at 6.65
* Antenna violation net count after detailed routing at 0
* Worst Setup End Kind: primary output
* Core area at approximately 0.17 mm^2
* Share of the synthesized area in the top cell type at 0.477
* Worst VDD drop at 233 uV
* CP Depth at 5
* Seq/Total Area, Yosys at 0.477
* Largest Register: registerFile
* Clk ins delay skew pair at approximately 710 ps
* Final Hold Vio Count at 0
* Ratio of cells with drive above 1 in the final layout at 0.431
* Clock transition at path regs at ~50 ps
* Clock Skews at 0 ps
* Largest regs: registerFile x992
* Hold path depth at 1
* Rows at 152
* GR Util All Layers at 0.359
* Sum of negative setup slack at -13,780 ps
* Simple-Gate Fraction of Synth Area at 0.159
* Final setup viols at 63
* Critical Path RT at roughly 5100 ps
* Routed len/inst at just over 40 um
* Number of cells in Yosys stat at ~4,700
* Compound-gate portion of the synthesized area at 0.102
* RSZ-0062 raised after global routing: true
* Yosys top cell by area: dfrtn_1
* Hold_buf cts at 0
* H-tree levels at 3
* Status: complete, but fails checks
* Slew Viols, Final at 0
* Crit-path cells: a31o_1 -> a222oi_1 -> nand3_1 -> o31a_1 -> buf_2
* Detailed placement HPWL at 201,000 um
* CTS Root Cell: clkbuf_16
* Buffer depth of the longest clock path at 3
* Crit Path Class: register to primary output
* DP Cell Count at 7,189
* Die ar. at about 0.18 mm^2
* Adder Area Share at 0
* Chip Height at 418 um
* Top cell types by occurrence after synthesis: dfrtn_1, mux2_2, nand3_1
==> report_power, final <==
part	internal [uW]	switching (uW)
clock network	4040	2880
registers	7610	1180
logic	1780	1730
==> kinds of logic (layout without fill, tap and decap cells) <==
group | after synthesis | in the layout
other | 0 | 18
AND/OR/NAND/NOR | 1468 | 1468
multiplexers | 1003 | 1003
AND-OR/OR-AND | 698 | 698
buffers and inverters | 540 | 980
flip-flops | 992 | 992
==> what timing repair did <==
item,4_1_cts,5_1_grt
setup buffers,67,15
gates resized,518,105
pin swaps,224,109
setup endpoints to repair,64,64
==> cell type report <==
class	count	area, um^2	area share
repair buffers	773	7320	0.110
diodes	18	45.0	0.000677
clock inverters	52	663	0.00997
inverters	4	18.8	0.000282
well taps	2310	2890	0.0434
clock buffers	151	3190	0.0480
multi-input cells	3169	27600	0.414
flip-flops and latches	992	24800	0.373
==> cells in the final DEF, fill, tap and decap left out, types with 65 or more instances in the layout <==
cell type / n
a22oi_1: 310
dfrtn_1: 992
nand3_1: 708
buf_4: 496
and3_1: 132
clkbuf_16: 114
buf_2: 72
buf_12: 116
a22o_1: 74
a21oi_1: 65
clkdlybuf4s50_1: 70
nand4_1: 211
mux2_2: 974
==> stage by stage <==
| step | instance area, um^2 | power (uW) |
|---|---|---|
| after floorplan | 52000 | 10100 |
| after global placement | 60100 | 11900 |
| after detailed placement | 60100 | 12000 |
| after CTS | 65800 | 19000 |
| after global routing | 66500 | 19700 |
| final | 66500 | 19200 |
==> path summary, 6_finish.rpt <==
| kind | startpoint | to |
|---|---|---|
| worst max-delay path | registerFile[14][12] | rs1_decode[12] |
| worst min-delay path | registerFile[12][22] | registerFile[12][22] |
| worst max register to register | registerFile[31][13] | registerFile[31][13] |
| worst min register to register | registerFile[12][22] | registerFile[12][22] |
| max in group asynchronous | reset | registerFile[4][12] |
| min in group asynchronous | reset | registerFile[5][25] |
==> worst reg2reg max path, stage by stage (launching register included) <==
cell and delay [ps]:
dfrtn_1 450, buf_6 170, buf_6 100, mux2_2 260
==> per-layer routing <==
layer	up-vias	routed length (um)	GRT usage
met5	-	416	0.0128
met4	32	30700	0.268
met3	1610	46600	0.193
met2	4392	125000	0.487
met1	24900	104000	0.427
li1	18800	-	-
Power and IR drop assume default switching activity.
