<file path="./design.v">
package jzjpcc_endianness_functions;
	function automatic logic [31:0] toBigEndian32(input [31:0] littleEndianData);
	begin
		toBigEndian32 = swapEndianness32(littleEndianData);
	end
	endfunction
	function automatic logic [31:0] toLittleEndian32(input [31:0] bigEndianData);
	begin
		toLittleEndian32 = swapEndianness32(bigEndianData);
	end
	endfunction
	function automatic logic [15:0] toBigEndian16(input [15:0] littleEndianData);
	begin
		toBigEndian16 = swapEndianness16(littleEndianData);
	end
	endfunction
	function automatic logic [15:0] toLittleEndian16(input [15:0] bigEndianData);
	begin
		toLittleEndian16 = swapEndianness16(bigEndianData);
	end
	endfunction
	function automatic logic [31:0] swapEndianness32(input [31:0] data);
	begin
		swapEndianness32 = {data[7:0], data[15:8], data[23:16], data[31:24]};
	end
	endfunction
	function automatic logic [15:0] swapEndianness16(input [15:0] data);
	begin
		swapEndianness16 = {data[7:0], data[15:8]};
	end
	endfunction
endpackage
module jzjpcc_alu
(
	input logic [2:0] aluOperation, 
	input logic aluMod, 
	input logic [31:0] aluOperandA, 
	input logic [31:0] aluOperandB, 
	output logic [31:0] aluResult_execute
);
logic [31:0] a;
logic [31:0] b;
assign a = aluOperandA;
assign b = aluOperandB;
always_comb
begin
	unique case (aluOperation)
		3'b000: aluResult_execute = a + (aluMod ? (~b) : b) + 32'(aluMod); 
		3'b001: aluResult_execute = a << b[4:0]; 
		3'b010: aluResult_execute = (signed'(a) < signed'(b)) ? 32'd1 : 32'd0; 
		3'b011: aluResult_execute = (a < b) ? 32'd1 : 32'd0; 
		3'b100: aluResult_execute = a ^ b; 
		3'b101: aluResult_execute = aluMod ? unsigned'(signed'(a) >>> b[4:0]) : (a >> b[4:0]); 
		3'b110: aluResult_execute = a | b;
		3'b111: aluResult_execute = a & b;
	endcase
end
endmodule
</file>
<file path="./run.sh">
#!/bin/bash
# OpenROAD 26Q1-2900-gdf79404cd8, Yosys 0.63+post, stock flow scripts
make -C /OpenROAD-flow-scripts/flow DESIGN_CONFIG=/design/flow/config.mk WORK_HOME=/design/flow/orfs finish
</file>
<file path="./config.mk">
export PLATFORM = sky130hd
export DESIGN_NAME = jzjpcc_alu
export DESIGN_NICKNAME = jzjpcc_alu
export VERILOG_FILES = /design/flow/design.v
export SDC_FILE = /design/flow/constraint.sdc
export NUM_CORES = 4
export LEC_CHECK = 1
export CORE_UTILIZATION = 50
</file>
<file path="./constraint.sdc">
current_design jzjpcc_alu

set clk_period 13.3
set clk_io_pct 0.2

create_clock -name clk0 -period $clk_period

set non_clock_inputs [all_inputs -no_clocks]
set_input_delay [expr $clk_period * $clk_io_pct] -clock clk0 $non_clock_inputs
set_output_delay [expr $clk_period * $clk_io_pct] -clock clk0 [all_outputs]
</file>
==> ci_impl_report.md <==
### Flow metrics

| Metric | Value |
|---|---|
| Status | `complete, no violations` |
| Filler Cell Count | `1658` |
| F_max | `0.109 GHz` |
| Logic area | `0.00765 sq mm` |
| DRC | `0` |
| Setup TNS Final | `0 ps` |
| Grt ovf | `0` |
| Avg Cell Area, Syn | `7.45 sq um` |
| Synthesized instance count | `1128` |
| Peak supply drop | `31.1 uV` |
| Core Util at FP | `50.9%` |
| Static Leakage | `4.13 nW` |
| Gr usage total | `38.5%` |
| WHS Path Cells | `5` |
| Chip Area | `0.0173 sq mm` |
| Antenna diodes | `0` |
| Maxcap violations | `0` |
| Worst Path Max Fanout | `7` |
| Die Span Y | `132 um` |
| Rel. slew slack | `40.6%` |
| Final ANT Viol Nets | `0` |
| Initial antenna violation count | `0` |
| Endpoints failing hold | `0` |
| Startpoint Class | `input port` |
| Clock buffers | `0` |
| Vias in the first global route | `8299` |
| Hold Path End | `aluResult_execute[18]` |
| Flop area | `0 sq um` |
| Worst path arrival time | `6480 ps` |
| Power density over cell area | `47.5 mW/mm^2` |
| Seq share, synth | `0%` |
| Hold Buf Count CTS | `0` |
| Post-CTS Setup Inserts | `0` |
| Unrepaired setup endpoints after global routing | `false` |
| Yosys warnings | `1` |
| Port buffer count | `100` |
| Initial drt markers | `1072` |
| Crit. End Element | `primary output` |
| Period minus WS final | `9140 ps` |
| Via count | `9080` |
| Yosys synthesis chip area | `0.00840 sq mm` |
| Design Power | `0.000448 W` |
| Worst min-delay path class | `in2out` |
| PostCTS Resize Cnt | `0` |
| CP Data Required Time | `10640 ps` |
| Die X-Extent | `132 um` |
| Rows | `47` |
| # setup viols final | `0` |
| Tool warning count | `98` |
| RD Place Congestion | `1.05` |
| Global-route wire length before repair | `50000 um` |
| Largest net degree at the start of global routing | `69` |
| DR WL/cell | `23.5 um` |
| Cell area after synthesis | `0.00840 sq mm` |
| First drt pass iteration count | `6` |
| Hold path startpoint | `aluOperation[2]` |
| Slew Viols, Final | `0` |
| Critical path type | `in2out` |
| Core footprint | `0.0165 sq mm` |
| Via-to-Cell Ratio | `6.52` |
| Part of the cycle the worst path needs | `68.7%` |
| Num ports | `100` |
| FF+latch count | `0` |
| DRT Wirelength | `32700 um` |
| Final HPWL DP | `25200 um` |
| Share of cells above drive strength 1 | `8.62%` |
| Yosys cell count | `1128` |
| Unique masters post-synth | `79` |
| Area growth, synth to finish | `12.3%` |
| Worst-Margin Slew | `886 ps` |
-- metal layers --
layer / GRT usage [%] / share of wire, % / wire (um)
met4: 5.94 / 2.1 / 671
met2: 58.3 / 45 / 14500
met1: 60.3 / 44 / 14500
met3: 4.57 / 9.0 / 2940
met5: 0 / 0 / 0
-- stage by stage --
stage                     cell area (sq um)  util, %  worst slack (ps)  hold WS (ps)  cells
after floorplan                        8400        -              4970          5500   1128
after global placement                 9440     57.1              4210          6530   1392
after detailed placement               9440     57.1              4160          6530   1392
after CTS                              9440     57.1              4170          6540   1392
after global routing                   9440     57.1              3960          6570   1392
final                                  9440     57.1              4160          6540   1392
-- critical path, cell delays in order --
cell	delay [ps]
clkdlybuf4s50_1	520
mux2_4	330
fa_1	450
a211o_1	340
a21o_2	220
o2111a_1	290
o31ai_2	470
o21a_1	240
o21ai_0	120
xnor2_1	150
o221ai_1	190
clkdlybuf4s50_1	500
-- synth_stat cells, types with 4 or more instances --
master    count  share of area, %
nand4_1       5              0.37
a31oi_1       7              0.52
o211ai_1     17               1.5
nor4_1        6              0.45
and3_1        4              0.30
a21o_1       10              0.89
nor2b_1       6              0.45
o21ai_0      76               4.5
clkbuf_1     40               1.8
and2_1        5              0.37
a21oi_1      98               5.8
a22oi_1      15               1.3
nor3_1       23               1.4
buf_2        13              0.77
a211o_1       5              0.52
o21ai_1       9              0.54
mux4_1        5               1.6
buf_6         7              0.94
o221ai_1      9              0.94
a211oi_1     11              0.98
o22a_1        6              0.63
nor3b_1       4              0.36
nand2_1      65               2.9
nand2b_1      6              0.45
o22ai_1       6              0.45
nor2_1      153               6.8
buf_1        13              0.58
a221oi_1     11               1.1
nand3_1      15              0.89
o21bai_1     12               1.1
mux2i_1      46               5.5
mux4_2       57                15
or3_1         8              0.60
o311ai_0      4              0.42
xor2_1       38               4.0
a22o_1        9              0.94
xnor2_1      14               1.5
o31ai_1       4              0.36
o21a_1        4              0.36
o311a_1       4              0.48
ha_1        127                19
inv_1       100               4.5
-- where the power goes --
group	total (W)	switching (W)	internal (W)
Sequential	0	0	0
Clock	0	0	0
Combinational	0.000448	0.000258	0.000190
-- cell families (layout without fill, tap and decap cells) --
family | count (synthesis) | count (layout) | synth area share, %
XOR/XNOR | 52 | 52 | 5.42
AND-OR/OR-AND | 351 | 351 | 27.6
multiplexers | 110 | 110 | 22.6
buffers and inverters | 178 | 222 | 9.10
AND/OR/NAND/NOR | 309 | 309 | 16.1
adder cells (fa/ha/maj) | 128 | 128 | 19.1
-- placed cells by master (no fill, tap or decap), types with 23 or more instances in the layout --
| cell type | count |
|---|---|
| buf_4 | 23 |
| a21oi_1 | 98 |
| ha_1 | 127 |
| nor2_1 | 152 |
| clkdlybuf4s50_1 | 94 |
| nand2_1 | 65 |
| mux2i_1 | 46 |
| xor2_1 | 38 |
| o21ai_0 | 76 |
| mux4_2 | 57 |
| inv_1 | 100 |
-- final cells by class --
class | instances | share of cell area (%)
repair buffers | 121 | 12.0
well taps | 220 | 2.92
inverters | 101 | 4.02
multi-input cells | 950 | 81.1
-- worst max path at each step --
stage,from,endpoint,slack [ps]
after global routing,aluOperandA[11],aluResult_execute[31],3960
after CTS,aluMod,aluResult_execute[30],4170
final,aluOperandA[0],aluResult_execute[30],4160
Power figures rest on the tool's default switching activity, not on a simulated workload.
