[flow/run.sh]
#!/bin/bash
# OpenROAD 26Q1-2900-gdf79404cd8, Yosys 0.63+post, stock flow scripts
make -C /OpenROAD-flow-scripts/flow DESIGN_CONFIG=/design/flow/config.mk WORK_HOME=/design/flow/orfs finish
[flow/config.mk]
export PLATFORM = sky130hd
export DESIGN_NAME = jzjpcc_mem_processor
export DESIGN_NICKNAME = jzjpcc_mem_processor
export VERILOG_FILES = /design/flow/design.v
export SDC_FILE = /design/flow/constraint.sdc
export NUM_CORES = 4
export LEC_CHECK = 1
export CORE_UTILIZATION = 30
[flow/constraint.sdc]
current_design jzjpcc_mem_processor

set clk_period 12.9
set clk_io_pct 0.2

create_clock -name clk0 -period $clk_period

set non_clock_inputs [all_inputs -no_clocks]
set_input_delay [expr $clk_period * $clk_io_pct] -clock clk0 $non_clock_inputs
set_output_delay [expr $clk_period * $clk_io_pct] -clock clk0 [all_outputs]
[flow/design.v]
package jzjpcc_endianness_functions;
	function automatic logic [31:0] toBigEndian32(input [31:0] littleEndianData);
	begin
		toBigEndian32 = swapEndianness32(littleEndianData);
	end
	endfunction
	function automatic logic [31:0] toLittleEndian32(input [31:0] bigEndianData);
	begin
		toLittleEndian32 = swapEndianness32(bigEndianData);
	end
	endfunction
	function automatic logic [15:0] toBigEndian16(input [15:0] littleEndianData);
	begin
		toBigEndian16 = swapEndianness16(littleEndianData);
	end
	endfunction
	function automatic logic [15:0] toLittleEndian16(input [15:0] bigEndianData);
	begin
		toLittleEndian16 = swapEndianness16(bigEndianData);
	end
	endfunction
	function automatic logic [31:0] swapEndianness32(input [31:0] data);
	begin
		swapEndianness32 = {data[7:0], data[15:8], data[23:16], data[31:24]};
	end
	endfunction
	function automatic logic [15:0] swapEndianness16(input [15:0] data);
	begin
		swapEndianness16 = {data[7:0], data[15:8]};
	end
	endfunction
endpackage
import jzjpcc_endianness_functions::toLittleEndian32;
import jzjpcc_endianness_functions::toLittleEndian16;
module jzjpcc_mem_processor
(
	input logic [2:0] funct3,
	input logic [31:0] rs2,
	input logic [31:0] rs1,
	input logic [31:0] immediateI,
	output logic [31:0] memDataToWrite_execute,
	output logic [31:2] memAddress_execute,
	output logic [3:0] memByteMask_execute
);
logic [31:0] bytewiseAddress;
assign bytewiseAddress = rs1 + immediateI;
assign memAddress_execute = bytewiseAddress[31:2];
logic [1:0] byteOffset;
assign byteOffset = bytewiseAddress[1:0];
always_comb
begin
	unique case (funct3[1:0]) 
		2'b00: 
		begin
			unique case (byteOffset)
				2'b00: memByteMask_execute = 4'b1000; 
				2'b01: memByteMask_execute = 4'b0100; 
				2'b10: memByteMask_execute = 4'b0010; 
				2'b11: memByteMask_execute = 4'b0001; 
			endcase
		end
		2'b01: 
		begin
			memByteMask_execute = byteOffset[1] ? 4'b0011 : 4'b1100; 
		end
		2'b10:
		begin
			memByteMask_execute = 4'b1111; 
		end
		default:
		begin
			memByteMask_execute = 4'bxxxx;
		end
	endcase
end
always_comb
begin
	unique case (funct3[1:0]) 
		2'b00: 
		begin
			unique case (byteOffset)
				2'b00: memDataToWrite_execute = {rs2[7:0], 24'h0}; 
				2'b01: memDataToWrite_execute = {8'h0, rs2[7:0], 16'h0}; 
				2'b10: memDataToWrite_execute = {16'h0, rs2[7:0], 8'h0}; 
				2'b11: memDataToWrite_execute = {24'h0, rs2[7:0]}; 
			endcase
		end
		2'b01: 
		begin
			memDataToWrite_execute = byteOffset[1] ? {16'h0, toLittleEndian16(rs2[15:0])} : {toLittleEndian16(rs2[15:0]), 16'h0}; 
		end
		2'b10: 
		begin
			memDataToWrite_execute = toLittleEndian32(rs2); 
		end
		default:
		begin
			memDataToWrite_execute = 'x;
		end
	endcase
end
endmodule
==> flow_summary.json <==
{
  "status": "finished, final reports clean",
  "power.switching_mw": 0.0729,
  "slew_headroom": 0.637,
  "num_io_pins": 165,
  "synth_warnings": 7,
  "worst-path-buf-inv": 3,
  "num_vias": 2848,
  "drive_gt1_frac": 0.0237,
  "synthAdderAreaFrac": 0.188,
  "rsz0062_at_grt": "false",
  "p_int_mw": 0.109,
  "path_common_cell": "clkdlybuf4s50_1",
  "path_cells": "clkdlybuf4s50_1 > ha_1 > inv_1 > fa_1 > nor2b_1 > o211ai_1 > a211oi_1 > o21ai_0 > a31oi_1 > xor2_1 > clkdlybuf4s50_1",
  "place_area_mm2": 0.00373,
  "vias_per_cell": 5.05,
  "gp_congestion": 0.868,
  "final_area_mm2": 0.00373,
  "grt.total_usage": 0.186,
  "core_mm2": 0.00733,
  "syn2layout_area_growth_pct": 61.6,
  "ant_nets": 0,
  "ir_worst_vdd_uv": 20.8,
  "tns_ps": 0,
  "n_clock_buffer": 0,
  "p_comb_frac": 1.000,
  "hold_class": "in2out",
  "grt_max_degree": 12,
  "worstHoldStart": "rs2[7]",
  "n_sequential_cell": 0,
  "p_seq_frac": 0,
  "synthCells": 344,
  "antenna_found_initial": 0,
  "cp_top_family": "AND-OR/OR-AND gates",
  "drc": 0,
  "slowest_stage": "clkdlybuf4s50_1",
  "hold_violations": 0,
  "place_hpwl_um": 6550,
  "comb_area_mm2": 0.00218,
  "swShare": 0.401,
  "die_x_um": 89.7,
  "warnings": 58,
  "fin_ws_ps": 4830,
  "worst_hold_path.endpoint": "memDataToWrite_execute[15]",
  "synthAoiAreaFrac": 0.320,
  "max_stage_delay_ps": 470,
  "rows": 31,
  "period_used_share": 0.626,
  "arrival_ps": 5490,
  "io_buffer_count": 140,
  "mostFrequentLayoutCell": "clkdlybuf4s50_1",
  "dr.pass1.iters": 6,
  "fin_util": 0.509,
  "max_cap_viol_count": 0,
  "synth-seq-area-share": 0,
  "nFillCells": 715,
  "synth_chip_area_mm2": 0.00231,
  "startpoint_type": "input pin",
  "syn_area_mm2": 0.00231,
  "grt_pass1_vias": 2594,
  "post_cts_buffers": 0,
  "routed_wl_um": 7560,
  "maxSlewViolCount": 0,
  "fmax_mhz": 124,
  "min_path_cells": 3,
  "worstMarginPinSlew_ps": 539,
  "num_antenna_cells": 0,
  "grt_pass1_wl_um": 12600,
  "critPathRequiredTime_ps": 10320,
  "final_cell_mix": "clkdlybuf4s50_1 (140), and2_1 (39), nand2_1 (33), nor2_1 (33), ha_1 (33)",
  "drt_iter0_drc": 99,
  "fp_util": 0.315,
  "wire_per_inst_um": 13.4,
  "cts_hold_buf": 0,
  "grt.overflow.total": 0,
  "dpl_worst_slack_ps": 4810,
  "top_logic_kind": "simple AND/OR/NAND/NOR gates",
  "die_area_mm2": 0.00805,
  "syn_area_per_cell_um2": 6.71,
  "simple_gate_area_frac": 0.345,
  "flop_area_um2": 0,
  "synth.distinct_cells": 58,
  "die_y_um": 89.7,
  "pwr-share-clk": 0,
  "worstPathMaxFanout": 4,
  "setup_viol": 0,
  "ctsResizeCount": 0,
  "ys_cells": 344,
  "leakagePower_nw": 1.52,
  "end_kind": "primary output",
  "synthMuxAreaShare": 0.00921,
  "xor_area_frac": 0.0835,
  "crit_type": "in2out",
  "min_period_ps": 8070,
  "p_per_area_mw_per_mm2": 48.8
}
-- synth_stat cells (all sizes together), types with 2 or more instances --
cell type,instances,share of area
xnor2,10,0.038
or3,5,0.014
and3,2,0.0060
a31oi,5,0.014
and4,2,0.0076
ha,33,0.18
inv,6,0.0098
a21o,17,0.059
nand2b,6,0.016
nand4,12,0.033
a21oi,21,0.050
nand3,6,0.013
o21bai,2,0.0065
clkbuf,8,0.014
o21a,6,0.020
xor2,12,0.046
a211oi,7,0.023
o311ai,2,0.0076
a311oi,2,0.0076
or2,3,0.0081
o22ai,3,0.011
o21ai,25,0.056
nor3,2,0.0043
a31o,3,0.011
nor2,33,0.054
and2,39,0.11
o211ai,2,0.0065
nand2,33,0.054
a221oi,2,0.0076
buf,11,0.030
nor2b,6,0.016
o2bb2ai,2,0.0076
-- worst max-delay path by stage --
stage	end	depth (start not counted)	slack, ps	startpoint
after CTS	memAddress_execute[24]	11	4780	immediateI[0]
after global routing	memAddress_execute[24]	11	4520	immediateI[0]
final	memAddress_execute[24]	11	4830	immediateI[0]
-- final cells by class --
class                      count  area share
inverter                       6     0.00604
multi-input combinational    319       0.585
tap                           99      0.0332
timing repair buffer         140       0.376
-- through the flow --
stage	cells	total power, mW	hold WS [ps]
floorplan	344	0.0878	5230
global route	564	0.202	6150
finish	564	0.182	6130
detailed placement	564	0.183	6130
global placement	564	0.182	6120
CTS	564	0.184	6130
-- per-layer routing --
layer	routed length [um]	share of wire	GRT usage	up-vias
met1	3790	0.50	0.284	1258
met3	311	0.041	0.0155	4
met2	3410	0.45	0.300	82
met5	0	0	0	-
li1	-	-	-	1504
met4	47	0.0062	0.00956	0
-- kinds of logic (layout without fill, tap and decap cells) --
family	count (synthesis)	after routing
xor gates and xnor gates	22	22
buffers and inverters	25	146
AOI/OAI and AO/OA	108	108
adders and majority gates	34	34
muxes	2	2
and+or+nand+nor	153	153
-- worst min-delay path: stages --
cell	delay [ps]
clkdlybuf4s50_1	430
and2_1	150
clkdlybuf4s50_1	390
-- power by group through the flow --
stage                 clock network (mW)  logic, mW  registers (mW)
final                                  0      0.182               0
after global routing                   0      0.202               0
after CTS                              0      0.184               0
Power figures rest on the tool's default switching activity, not on a simulated workload.
